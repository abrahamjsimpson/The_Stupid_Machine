==> ./design.v <==
module OneBitProcessor
	(input clk,
	input reset,
	input en,
	input [1:0] inReg,
	output reg [6:0] outReg);
	parameter INSTRUCTION_LENGTH = 13;   
	parameter INSTRUCTION_MEM = 1000;  
	parameter PROG_COUNTER_LENGTH = 10;   
	reg [(INSTRUCTION_LENGTH - 1):0] instructions [(INSTRUCTION_MEM - 1):0];  
	reg [(PROG_COUNTER_LENGTH - 1):0] load_instruction_counter;
	reg [(INSTRUCTION_LENGTH - 1):0] load_bit_counter;
	parameter JUMP_BITS = 7;
	parameter CONST_REG = 'b1;   
	parameter NUM_INPUT_REGS = 2;
	parameter NUM_OUT_REGS = 7;
	parameter NUM_INTERNAL_REGS = 6;
	parameter REG_ADDR_LENGTH = 4;  
	reg [(PROG_COUNTER_LENGTH - 1):0] prog_counter;
	reg [(NUM_INTERNAL_REGS - 1):0] internal_regs;
	wire [(PROG_COUNTER_LENGTH - 1):0] prog_count_return, prog_count_out;
	wire [(REG_ADDR_LENGTH - 1):0] reg_1_addr, reg_2_addr, reg_3_addr, inst_mid, inst_bottom;
	wire [(JUMP_BITS - 1):0] operand, jump;
	wire ctrl_bit, nand_out, adder_ctrl, bit_6;
	reg data_1, data_2;
	assign reg_2_addr = inst_mid;
	assign reg_3_addr = inst_bottom;
	assign jump [2:0] = inst_mid[3:1];
	assign jump [6:3] = inst_bottom;
	assign bit_6 = inst_mid[0];
	assign operand [0] = (!ctrl_bit && data_1) ? jump[6] : 1;
	assign operand [1] = (!ctrl_bit && data_1) ? jump[5] : 0;
	assign operand [2] = (!ctrl_bit && data_1) ? jump[4] : 0;
	assign operand [3] = (!ctrl_bit && data_1) ? jump[3] : 0;
	assign operand [4] = (!ctrl_bit && data_1) ? jump[2] : 0;
	assign operand [5] = (!ctrl_bit && data_1) ? jump[1] : 0;
	assign operand [6] = (!ctrl_bit && data_1) ? jump[0] : 0;
	assign adder_ctrl = (!ctrl_bit && bit_6 && data_1);   
	nand (nand_out, data_1, data_2);   
	assign prog_count_return = adder_ctrl ? (prog_count_out - operand) : (prog_count_out + operand);
	assign prog_count_out = prog_counter;
	always @ (posedge clk) begin
		if (reset) begin
			prog_counter = 0;
		end else  begin 
			if (!en) begin
				prog_counter = prog_count_return;
			end
		end
	end
	assign ctrl_bit = instructions[prog_count_out][0];  
	assign reg_1_addr = instructions[prog_count_out][4:1];
	assign inst_mid = instructions[prog_count_out][8:5];
	assign inst_bottom = instructions[prog_count_out][12:9];
	always @ * begin   
		case (reg_1_addr)
			'b0000 : data_1 = CONST_REG;   
			'b1000 : data_1 = inReg[0];
			'b0100 : data_1 = inReg[1];
			'b1100 : data_1 = outReg[0];
			'b0010 : data_1 = outReg[1];
			'b1010 : data_1 = outReg[2];
			'b0110 : data_1 = outReg[3];
			'b1110 : data_1 = outReg[4];
			'b0001 : data_1 = outReg[5];
			'b1001 : data_1 = outReg[6];
			'b0101 : data_1 = internal_regs[0];
			'b1101 : data_1 = internal_regs[1];
			'b0011 : data_1 = internal_regs[2];
			'b1011 : data_1 = internal_regs[3];
			'b0111 : data_1 = internal_regs[4];
			'b1111 : data_1 = internal_regs[5];
		endcase
		case (reg_2_addr)
			'b0000 : data_2 = CONST_REG;   
			'b1000 : data_2 = inReg[0];
			'b0100 : data_2 = inReg[1];
			'b1100 : data_2 = outReg[0];
			'b0010 : data_2 = outReg[1];
			'b1010 : data_2 = outReg[2];
			'b0110 : data_2 = outReg[3];
			'b1110 : data_2 = outReg[4];
			'b0001 : data_2 = outReg[5];
			'b1001 : data_2 = outReg[6];
			'b0101 : data_2 = internal_regs[0];
			'b1101 : data_2 = internal_regs[1];
			'b0011 : data_2 = internal_regs[2];
			'b1011 : data_2 = internal_regs[3];
			'b0111 : data_2 = internal_regs[4];
			'b1111 : data_2 = internal_regs[5];
		endcase
	end
	integer i;
	always @ (posedge clk) begin
		if (reset) begin
			for (i = 0; i < NUM_OUT_REGS; i = i + 1) begin
				outReg[i] = 'b0;
			end
			for (i = 0; i < NUM_INTERNAL_REGS; i = i + 1) begin
				internal_regs[i] = 'b0;
			end
		end else begin
			if (ctrl_bit && !en) begin   
				case (reg_3_addr)
					'b1100 : outReg[0] = nand_out;
					'b0010 : outReg[1] = nand_out;
					'b1010 : outReg[2] = nand_out;
					'b0110 : outReg[3] = nand_out;
					'b1110 : outReg[4] = nand_out;
					'b0001 : outReg[5] = nand_out;
					'b1001 : outReg[6] = nand_out;
					'b0101 : internal_regs[0] = nand_out;
					'b1101 : internal_regs[1] = nand_out;
					'b0011 : internal_regs[2] = nand_out;
					'b1011 : internal_regs[3] = nand_out;
					'b0111 : internal_regs[4] = nand_out;
					'b1111 : internal_regs[5] = nand_out;
				endcase
			end   
		end   
	end   
	always @ (posedge clk) begin
		if (reset) begin
			for (i = 0; i < INSTRUCTION_MEM; i = i + 1) begin
				instructions[i] = 'b0000000000000;
			end
			load_instruction_counter = 0;
			load_bit_counter = 0;
		end else begin
			if (en) begin
				instructions[load_instruction_counter][load_bit_counter] = inReg[0];
				load_bit_counter = load_bit_counter + 1;
				if (load_bit_counter >= INSTRUCTION_LENGTH) begin
					load_bit_counter = 0;
					load_instruction_counter = load_instruction_counter + 1;
				end
			end
		end  
	end
endmodule
==> ./run.sh <==
#!/bin/bash
# OpenROAD 26Q1-2900-gdf79404cd8, Yosys 0.63+post, stock flow scripts
make -C /OpenROAD-flow-scripts/flow DESIGN_CONFIG=/design/flow/config.mk WORK_HOME=/design/flow/orfs finish
==> ./config.mk <==
export PLATFORM = sky130hd
export DESIGN_NAME = OneBitProcessor
export DESIGN_NICKNAME = OneBitProcessor
export VERILOG_FILES = /design/flow/design.v
export SDC_FILE = /design/flow/constraint.sdc
export NUM_CORES = 4
export LEC_CHECK = 1
export CORE_UTILIZATION = 50
export SYNTH_MEMORY_MAX_BITS = 65536
==> ./constraint.sdc <==
current_design OneBitProcessor

set clk_period 293.8
set clk_io_pct 0.2

create_clock -name clk0 -period $clk_period [get_ports {clk}]

set non_clock_inputs [all_inputs -no_clocks]
set_input_delay [expr $clk_period * $clk_io_pct] -clock clk0 $non_clock_inputs
set_output_delay [expr $clk_period * $clk_io_pct] -clock clk0 [all_outputs]
==> Flow_metrics.wiki <==
== Run summary ==
{| class="wikitable"
! Metric !! Value
|-
| Number of antenna violations at the first check in global routing || just under 200
|-
| Wire length of the first global-routing pass || 3190000 um
|-
| Proportion of layout cells with a drive suffix above 1 || 0.165
|-
| Post-synth EDFFs || between 10000 and 15000
|-
| I/O pins || 12
|-
| Via total after detailed routing || around 450k
|-
| Met3 WL post-DR || 428000 um
|-
| Maximum net fanout on the critical path || ~110
|-
| X dimension of the die || 1170 um
|-
| GRT Overall Usage || 0.359
|-
| Starting utilization of the core area || 0.502
|-
| Number of max-slew violations in the final report || 0
|-
| Time the worst path needs with I/O delays and setup || roughly 64 ns
|-
| Sequential Power Share || 0.436
|-
| Number of cells produced by synthesis || between 50000 and 60000
|-
| Relative contribution of the clock network to total power || 0.355
|-
| Per-cell routed wire length || between 30 and 40 um
|-
| Number of distinct standard cells referenced by the synthesized netlist || 89
|-
| Startpoint kind of the worst setup timing path || input port
|-
| Largest cells by area || sky130_fd_sc_hd__edfxtp_1, sky130_fd_sc_hd__o21bai_1, sky130_fd_sc_hd__mux4_2
|-
| Commonest flop || sky130_fd_sc_hd__edfxtp_1
|-
| Placed inst area || about 700000 sq um
|-
| Setup_tns || 0 ns
|-
| Final critical-path share of the clock period || 0.219
|-
| Root buffer selected by CTS || sky130_fd_sc_hd__clkbuf_16
|-
| Initial DRC Count || around 36000
|-
| HPWL after detailed placement || 1390000 um
|-
| Largest net degree at the start of global routing || approximately 230
|-
| H-tree depth || 7
|-
| CTS hold repair buffers || 0
|-
| Leading cell type in the layout, fill and taps excluded || sky130_fd_sc_hd__nor2_1
|-
| Total clock sinks || 13368
|-
| Count of final setup violators || 0
|-
| Library cell appearing most often on the critical path || sky130_fd_sc_hd__buf_4
|-
| Area grow syn2layout || 8.73%
|-
| Number of maximum-capacitance violations || 0
|-
| Category of the critical setup timing path || input port to flop
|-
| Port bufs || 11
|-
| Worst vdd ir || ~0.0067 mV
|-
| Seq cells post-synth || about 13000
|-
| Upper clock frequency limit || 15.6 MHz
|-
| Largest area contributor in the synthesized netlist || sky130_fd_sc_hd__edfxtp_1
|-
| Pre-Repair DR Iteration Count || 8
|-
| Area of the core region || approximately 1400000 sq um
|-
| CTS resizes || 0
|-
| Clock tree from TritonCTS || built
|-
| Post-detailed-route DRC marker count || 0
|-
| Fraction of power consumed by combinational cells || 0.209
|-
| Slew headroom || 0.0953
|-
| Power per standard cell area || around 6.8 nW/um^2
|-
| Post-synthesis average cell area || 12.6 sq um
|-
| Run status || finished, final reports clean
|-
| Summed area of non-filler cells in the final layout || approximately 750000 sq um
|-
| Chip area line of the yosys report || about 690000 sq um
|-
| Sequential area share after synthesis || 0.585
|-
| Amount of wire on met2 after detailed routing || between 900000 and 1000000 um
|-
| Via count normalized by instance count || around 6.3
|-
| Vias in the first global route || 451245
|-
| Crit-path slowest cell || sky130_fd_sc_hd__buf_4
|-
| Clock buffers created by TritonCTS || ~1500
|-
| WL final || about 2200000 um
|-
| Netlist Area Pre-Place || just under 700000 sq um
|-
| Number of post-CTS setup repair buffers || 0
|-
| Full die area || 1380000 sq um
|-
| Grt total ovfl || 0
|-
| Worst clock skew || 0.106 ns
|-
| Switching share of total power || 0.279
|-
| Top cell type's share of synthesized area || 0.583
|-
| Critical-path cell list || buf_16 -> nand2b_1 -> nor2_1 -> nand2_4 -> buf_4 -> buf_4 -> buf_4 -> buf_4 -> buf_4 -> buf_4 -> buf_4 -> o21bai_1
|-
| Max Used Layer || met5
|-
| Number of standard-cell rows in the floorplan || 429
|-
| Number of warnings issued by yosys || 1
|-
| Worst Path Required || between 200 and 300 ns
|-
| Latest clock arrival within the worst-skew pair || 1.44 ns
|-
| CP max stage delay || around 0.75 ns
|-
| Routability Congestion || a little under 1
|-
| M1 wire length || approximately 700000 um
|-
| Proportion of synthesized flip-flops having asynchronous set or reset || 0
|-
| Chip Height || around 1200 um
|-
| Slew at the pin with the worst max-slew slack || roughly 1.3 ns
|-
| Clock-pin slew on the worst setup and hold paths || 0.06 ns
|-
| Final hold violations || 0
|-
| Most frequent logic cells in the routed design || sky130_fd_sc_hd__nor2_1, sky130_fd_sc_hd__edfxtp_1, sky130_fd_sc_hd__o21bai_1
|-
| Worst reg2reg setup slack || 281.42 ns
|-
| Static Leak || around 210 nW
|-
| Bufs on Longest Clock Path || 6
|-
| OpenROAD warning count || roughly 270
|-
| Setup repair after global routing missed its margin || false
|-
| Total internal power || approximately 0.0037 W
|-
| Hold WC Path Type || flop to flop
|-
| Switching power || roughly 0.0014 W
|-
| CP arrival || approximately 65 ns
|-
| CP endpoint kind || flop
|-
| Total Power Consumption || 0.00507 W
|-
| Antenna-violating nets left || 0
|-
| Cell count in the Yosys report || between 50000 and 60000
|}
-- Yosys cell counts, types with 41 or more instances --
master,number
sky130_fd_sc_hd__a21oi_1,272
sky130_fd_sc_hd__nand2_1,1185
sky130_fd_sc_hd__dfxtp_1,56
sky130_fd_sc_hd__nor4_1,77
sky130_fd_sc_hd__o22ai_1,145
sky130_fd_sc_hd__a211oi_1,43
sky130_fd_sc_hd__o21bai_1,13002
sky130_fd_sc_hd__nor2_1,13480
sky130_fd_sc_hd__nor3_1,71
sky130_fd_sc_hd__mux4_2,3815
sky130_fd_sc_hd__buf_4,160
sky130_fd_sc_hd__buf_2,270
sky130_fd_sc_hd__buf_6,172
sky130_fd_sc_hd__and2_1,41
sky130_fd_sc_hd__buf_1,229
sky130_fd_sc_hd__clkbuf_1,6866
sky130_fd_sc_hd__nand3_1,41
sky130_fd_sc_hd__a22oi_1,470
sky130_fd_sc_hd__mux2i_1,432
sky130_fd_sc_hd__edfxtp_1,13312
-- flip-flops by register name, summed over array words and instances (netlist names), named ones only --
signal and flops:
instructions 13312, load_bit_counter 13, load_instruction_counter 10, prog_counter 10, outReg 7, internal_regs 6
-- layer usage --
| layer | vias to the layer above | global-route usage |
|---|---|---|
| met2 | 26571 | 0.472 |
| met1 | 223196 | 0.437 |
| li1 | 193058 | - |
| met4 | 252 | 0.173 |
| met5 | - | 0.0461 |
| met3 | 5096 | 0.286 |
-- through the flow --
stage	instances	util	worst slack, ns	hold slack, ns
after CTS	70185	0.545	229.85	0.499
after global routing	70362	0.545	229.40	0.508
final	70622	0.546	229.58	0.502
after floorplan	54534	-	231.21	0.453
after detailed placement	67539	0.512	228.43	0.488
after global placement	67539	0.512	228.56	0.473
-- power by group through the flow --
stage / Sequential [W] / Clock (W) / Combinational (W)
after CTS: 0.00221 / 0.00182 / 0.00104
after global routing: 0.00222 / 0.00188 / 0.00111
final: 0.00221 / 0.00180 / 0.00106
-- kinds of logic after synthesis --
kind of cell | Yosys count | share of synthesized area
and+or+nand+nor | 15012 | 0.0834
AOI/OAI and AO/OA | 14130 | 0.154
DFF | 13368 | 0.585
muxes | 4265 | 0.132
buffers and inverters | 7726 | 0.0456
adders and majority gates | 17 | 0.000321
xor gates and xnor gates | 16 | 0.000204
-- worst max-delay path, delay by kind of cell --
kind,cells,cell delay (ns)
and+or+nand+nor,3,0.96
AOI/OAI and AO/OA,1,0.19
buffers and inverters,8,4.87
-- path summary, 6_finish.rpt --
path	start	cells after the start	to
worst max-delay path	reset	12	instructions[117][3]
worst min-delay path	load_bit_counter[12]	1	load_bit_counter[12]
worst max register to register	flop	36	flop
worst min register to register	load_bit_counter[12]	1	load_bit_counter[12]
-- final cells by class --
cell class,count,area (sq um)
Inverter,26,130
Antenna cell,436,1090
Clock inverter,713,5160
Multi-Input combinational cell,33440,255000
Fill cell,104889,620000
Clock buffer,1933,40400
Tap cell,18102,22600
Sequential cell,13368,401000
Timing Repair Buffer,2604,20300
Power figures rest on the tool's default switching activity, not on a simulated workload.
